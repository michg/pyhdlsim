==> flow/design.v <==
module Adder(
  input  wire clock1,
  input  wire reset,
  input  wire [31:0] a,
  input  wire [31:0] b,
  output reg [31:0] c
);
  always @(posedge clock1) begin
    if (reset) begin
      c <= '0;
    end else begin
      c <= a + b;
    end
  end
endmodule
==> flow/run.sh <==
#!/bin/bash
# OpenROAD 26Q1-2900-gdf79404cd8, Yosys 0.63+post, stock flow scripts
make -C /OpenROAD-flow-scripts/flow DESIGN_CONFIG=/design/flow/config.mk WORK_HOME=/design/flow/orfs finish
==> flow/config.mk <==
export PLATFORM = sky130hd
export DESIGN_NAME = Adder
export DESIGN_NICKNAME = Adder
export VERILOG_FILES = /design/flow/design.v
export SDC_FILE = /design/flow/constraint.sdc
export NUM_CORES = 4
export LEC_CHECK = 1
export CORE_UTILIZATION = 30
==> flow/constraint.sdc <==
current_design Adder

set clk_period 10.2
set clk_io_pct 0.2

create_clock -name clk0 -period $clk_period [get_ports {clock1}]

set non_clock_inputs [all_inputs -no_clocks]
set_input_delay [expr $clk_period * $clk_io_pct] -clock clk0 $non_clock_inputs
set_output_delay [expr $clk_period * $clk_io_pct] -clock clk0 [all_outputs]
==> summary.txt <==
yosys + openroad results -> # IOs=98, Post-DP Area=3780 µm², Final Hold Fails=0, DR vias/cell=5.19, Total GRT Usage=16.3%, fin area=3870 µm², register with the most flip-flops=c, Worst Tran Pin Value=708 ps, CTS clock-pin slew for the worst setup and hold paths=80 ps, Leak Pwr=1.50 nW, die height=97.9 µm, CTS sink count=32, Max rail drop VDD=0.0472 mV, Worst Hold Class=input port to flop, Register Area=641 µm², largest net degree at the start of global routing=44, H-tree levels=2, max-slew violation count=0, outcome=complete, no violations, YS chip area=2760 µm², vias in the first global route=2706, Power Density=115 nW/µm², number of enable flip-flop cells=0, RSZ-0062 raised after global routing=false, share of post-route cells with drive strength above 1=3.46%, chip area=9590 µm², ANT nets after route=0, OpenROAD warning count=25, Vias=2806, 1st-pass router iterations=16, count of cell types in the netlist=60, most frequent CP cell=a21oi_1, PostCTS Resize Cnt=0, postcts setup bufs=0, register share after synthesis=23.2%, max layer used=met4, # Cells Yosys=345, Die W=97.9 µm, CTS tree=yes, Slew HR=52.3%, crit path capture type=flop, grt ovf=0, CTS Buf Count=5, fillcell total=872, slowest CP cell=fa_1, Routed WL per cell=14.0 µm, logic area=2010 µm², Tmin final=4470 ps, Root Buffer=clkbuf_8, drt total wl=7.57 mm, arrival time worst endpoint=4650 ps, initial antenna violation count=0, Avg Cell Area, Syn=8.00 µm², total core area=8810 µm², first-iteration detailed-routing DRC count=179, Slowest Stage Delay on Critical Path=410 ps, Post-synth ARST share=0%, Worst setup SP type=input port, cells after synthesis=345, Post-Route Setup TNS=0 ps, kind of critical path=input port to flop, FP Util=31.3%, WP data required=10380 ps, Post-CTS Hold Buffers=0, Placer Congestion=0.951, Tcrit/Tclk final=43.9%, max reg flops=32, Registers, synthesis=32, Worst Path Max Fanout=4, PortBufs=97, metal1 wirelength=3.75 mm, Rows=34, DRC Markers=0, dpl hpwl=6.07 mm, diode count=0, cell area after synthesis=2760 µm², yosys warns=1, area grow syn2layout=40.3%, CP cell instances=clkdlybuf4s50_1 -> ha_1 -> fa_1 -> a21o_1 -> a221o_2 -> a21oi_1 -> o41ai_1 -> a21oi_1 -> mux2_1, main flop type after synthesis=dfxtp_1, largest registers=c: 32 flops, first-pass GRT wire length=12.7 mm, CTS Buffer Depth=2, metal3 WL=491 µm, max-cap viol count=0, fmax=224 MHz, Setup violations, final=0, metal2 WL=3.21 mm
-- area by class of cell --
| cell class | count | share of cell area (%) |
|---|---|---|
| multi-input combinational | 291 | 52.0 |
| sequential | 32 | 16.5 |
| clock buffer | 8 | 2.33 |
| inverter | 4 | 0.388 |
| tap | 108 | 3.49 |
| timing repair buffer | 98 | 25.3 |
-- logic make-up after synthesis --
group	share of synthesized area [%]
compound gates	27.7
flops	23.2
fa+ha+maj	14.8
xor+xnor	6.03
mux	1.18
buf+inv	3.90
simple gates	23.2
-- report_power, final --
part | switching [W] | internal, W
clock | 0.0000491 | 0.0000551
combinational | 0.0000879 | 0.000105
sequential | 0.00000474 | 0.000143
total | 0.000142 | 0.000303
-- worst max-delay path, delay by kind of cell --
| family | cells | cell delay [ps] |
|---|---|---|
| multiplexers | 1 | 340 |
| AND-OR/OR-AND | 5 | 1220 |
| adder cells (fa/ha/maj) | 2 | 650 |
| buffers and inverters | 1 | 400 |
-- cell usage after synthesis (4+ instances only) --
master    number  share of area (%)
xor2_1         9                2.9
o21ai_0       19                3.4
dfxtp_1       32                 23
ha_1          31                 14
nand2_1       20                2.7
nand4_1        8                1.8
xnor2_1       10                3.2
a211oi_1       5                1.4
a21oi_1       40                7.3
nor3_1        18                3.3
o211ai_1       7                1.9
clkbuf_2       5               0.91
o21a_1         6                1.6
o21ai_1        5               0.91
clkbuf_1       7               0.95
nand3_1        9                1.6
nor4b_1        4                1.3
o21bai_1       5                1.4
nand2b_1       4               0.91
a21o_1         9                2.4
nor2_1        30                4.1
nor2b_1        8                1.8
inv_1          4               0.54
-- routing by layer --
layer,vias to the layer above,global-route usage (%)
met1,1242,25.2
met2,97,24.6
met4,0,2.33
li1,1457,-
met5,-,0
met3,10,2.40
-- placed cells by master (no fill, tap or decap), types with 3 or more instances in the layout --
| cell type | instances |
|---|---|
| a211oi_1 | 5 |
| a21o_1 | 9 |
| a21oi_1 | 40 |
| and3_1 | 3 |
| clkbuf_8 | 6 |
| clkdlybuf4s50_1 | 97 |
| dfxtp_1 | 32 |
| ha_1 | 31 |
| inv_1 | 4 |
| nand2_1 | 20 |
| nand2b_1 | 4 |
| nand3_1 | 9 |
| nand4_1 | 8 |
| nor2_1 | 30 |
| nor2b_1 | 8 |
| nor3_1 | 18 |
| nor4b_1 | 4 |
| o211ai_1 | 7 |
| o21a_1 | 6 |
| o21ai_0 | 19 |
| o21ai_1 | 5 |
| o21bai_1 | 5 |
| o41ai_1 | 3 |
| xnor2_1 | 10 |
| xor2_1 | 9 |
-- worst paths after layout --
path | from | endpoint | slack, ps | cells past startpoint
max | a[0] | c[28] | 5730 | 9
min | b[0] | c[0] | 2470 | 3
-- stage by stage --
stage / worst slack (ps) / hold slack (ps) / utilization (%) / total power, W / std cells
floorplan: 6040 / 2260 / - / 0.000257 / 345
global placement: 5490 / 2700 / 42.9 / 0.000343 / 533
detailed placement: 5440 / 2700 / 42.9 / 0.000343 / 533
CTS: 5750 / 2470 / 44.0 / 0.000450 / 541
global route: 5580 / 2510 / 44.0 / 0.000478 / 541
finish: 5730 / 2470 / 44.0 / 0.000444 / 541
No activity file was given, so power comes from the tool's default toggle rates.
